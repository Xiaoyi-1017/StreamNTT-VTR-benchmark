==> ./design.v <==
`default_nettype none
module fifo_bram #(
  parameter MEM_STYLE  = "auto",
  parameter DATA_WIDTH = 32,
  parameter ADDR_WIDTH = 5,
  parameter DEPTH      = 32
) (
  input wire clk,
  input wire reset,
  output wire                  if_full_n,
  input  wire                  if_write_ce,
  input  wire                  if_write,
  input  wire [DATA_WIDTH-1:0] if_din,
  output wire                  if_empty_n,
  input  wire                  if_read_ce,
  input  wire                  if_read,
  output wire [DATA_WIDTH-1:0] if_dout
);
(* ram_style = MEM_STYLE *)
reg  [DATA_WIDTH-1:0] mem[0:DEPTH-1];
reg  [DATA_WIDTH-1:0] q_buf;
reg  [ADDR_WIDTH-1:0] waddr;
reg  [ADDR_WIDTH-1:0] raddr;
wire [ADDR_WIDTH-1:0] wnext;
wire [ADDR_WIDTH-1:0] rnext;
wire                  push;
wire                  pop;
reg  [ADDR_WIDTH-1:0] used;
reg                   full_n;
reg                   empty_n;
reg  [DATA_WIDTH-1:0] q_tmp;
reg                   show_ahead;
reg  [DATA_WIDTH-1:0] dout_buf;
reg                   dout_valid;
localparam DepthM1 = DEPTH[ADDR_WIDTH-1:0] - 1'd1;
assign if_full_n  = full_n;
assign if_empty_n = dout_valid;
assign if_dout    = dout_buf;
assign push       = full_n & if_write_ce & if_write;
assign pop        = empty_n & if_read_ce & (~dout_valid | if_read);
assign wnext      = !push              ? waddr              :
                    (waddr == DepthM1) ? {ADDR_WIDTH{1'b0}} : waddr + 1'd1;
assign rnext      = !pop               ? raddr              :
                    (raddr == DepthM1) ? {ADDR_WIDTH{1'b0}} : raddr + 1'd1;
always @(posedge clk) begin
  if (reset)
    waddr <= {ADDR_WIDTH{1'b0}};
  else
    waddr <= wnext;
end
always @(posedge clk) begin
  if (reset)
    raddr <= {ADDR_WIDTH{1'b0}};
  else
    raddr <= rnext;
end
always @(posedge clk) begin
  if (reset)
    used <= {ADDR_WIDTH{1'b0}};
  else if (push && !pop)
    used <= used + 1'b1;
  else if (!push && pop)
    used <= used - 1'b1;
end
always @(posedge clk) begin
  if (reset)
    full_n <= 1'b1;
  else if (push && !pop)
    full_n <= (used != DepthM1);
  else if (!push && pop)
    full_n <= 1'b1;
end
always @(posedge clk) begin
  if (reset)
    empty_n <= 1'b0;
  else if (push && !pop)
    empty_n <= 1'b1;
  else if (!push && pop)
    empty_n <= (used != {{(ADDR_WIDTH-1){1'b0}},1'b1});
end
always @(posedge clk) begin
  if (push)
    mem[waddr] <= if_din;
end
always @(posedge clk) begin
  q_buf <= mem[rnext];
end
always @(posedge clk) begin
  if (reset)
    q_tmp <= {DATA_WIDTH{1'b0}};
  else if (push)
    q_tmp <= if_din;
end
always @(posedge clk) begin
  if (reset)
    show_ahead <= 1'b0;
  else if (push && used == {{(ADDR_WIDTH-1){1'b0}},pop})
    show_ahead <= 1'b1;
  else
    show_ahead <= 1'b0;
end
always @(posedge clk) begin
  if (reset)
    dout_buf <= {DATA_WIDTH{1'b0}};
  else if (pop)
    dout_buf <= show_ahead? q_tmp : q_buf;
end
always @(posedge clk) begin
  if (reset)
    dout_valid <= 1'b0;
  else if (pop)
    dout_valid <= 1'b1;
  else if (if_read_ce & if_read)
    dout_valid <= 1'b0;
end
endmodule   
`default_nettype wire
==> ./run.sh <==
#!/bin/bash
# OpenROAD 26Q1-2900-gdf79404cd8, Yosys 0.63+post, stock flow scripts
make -C /OpenROAD-flow-scripts/flow DESIGN_CONFIG=/design/flow/config.mk WORK_HOME=/design/flow/orfs finish
==> ./config.mk <==
export PLATFORM = sky130hd
export DESIGN_NAME = fifo_bram
export DESIGN_NICKNAME = fifo_bram
export VERILOG_FILES = /design/flow/design.v
export SDC_FILE = /design/flow/constraint.sdc
export NUM_CORES = 4
export LEC_CHECK = 1
export CORE_UTILIZATION = 50
==> ./constraint.sdc <==
current_design fifo_bram

set clk_period 46.6
set clk_io_pct 0.2

create_clock -name clk0 -period $clk_period [get_ports {clk}]

set non_clock_inputs [all_inputs -no_clocks]
set_input_delay [expr $clk_period * $clk_io_pct] -clock clk0 $non_clock_inputs
set_output_delay [expr $clk_period * $clk_io_pct] -clock clk0 [all_outputs]
==> impl_metrics.json <==
{
  "postSynthRegisterBits": 1139,
  "clock_skew_ns": 0.0311,
  "clk-insertion-delay-late_ns": 0.73,
  "worst-setup-path-type": "input port to flop",
  "setup-violations-final": 0,
  "root_buffer": "sky130_fd_sc_hd__clkbuf_16",
  "end_kind": "flop",
  "lkg_pwr_nw": 18.0,
  "postSynthCellCount": 3889,
  "finalNonFillerCells": 5250,
  "fin_crit_sh_pct": 29.5,
  "clock_sinks": 1139,
  "dp.final_hpwl_mm": 80.5,
  "post-place-ws_ns": 32.23,
  "yosysWarningCount": 1,
  "dieHeight_um": 315,
  "drt-total-wl_mm": 150,
  "totalNegativeSetupSlack_ns": 0,
  "synthToLayoutAreaGrowth_pct": 12.5,
  "coreArea_um2": 96900,
  "syn_area_um2": 48900,
  "via_count_of_the_first_global_routing_pass": 33600,
  "dpl-instance-area_um2": 51200,
  "clk_pin_slew_ns": 0.06,
  "num_io_pins": 72,
  "top_cells_by_area": "sky130_fd_sc_hd__edfxtp_1, sky130_fd_sc_hd__dfxtp_1, sky130_fd_sc_hd__nand2_1, sky130_fd_sc_hd__a32oi_1, sky130_fd_sc_hd__nor2_1",
  "number_of_cells_in_yosys_stat": 3889,
  "largest_net_degree_at_the_start_of_global_routing": 131,
  "crit_arrival_ns": 14.31,
  "postCtsHoldBufs": 0,
  "stage_log_warnings": 37,
  "maxSlewHeadroom_pct": 38.7,
  "port_buffers": 71,
  "cp_slowest_stage_delay_ns": 0.71,
  "ys_area_um2": 48900,
  "placed_instances": 5024,
  "tritoncts_clock_tree": "built",
  "number_of_gates_resized_after_cts": 0,
  "dr.first_iter.drc_count": 2650,
  "synth-edff-count": 1024,
  "worst_slew_pin_slew_ns": 0.917,
  "yosys_top_cell_by_area": "sky130_fd_sc_hd__edfxtp_1",
  "grt_pass1_wl_mm": 221,
  "timing_hold_violations_final": 0,
  "vdd_drop_max_mv": 0.0332,
  "die.size.x_um": 315,
  "ys_async_sr_fraction_pct": 0,
  "synth_seq_share_pct": 67.5,
  "layout-drive-gt1-share_pct": 9.66,
  "worst_endpoint_required_time_ns": 47.16,
  "post_drt_via_cell_ratio": 6.42,
  "outcome": "finished, violations left",
  "synthesis.area_per_instance_um2": 12.6,
  "max_freq_mhz": 72.7,
  "detail-route-antenna-nets": 0,
  "finish.instance_area_um2": 55100,
  "cts_buf_count": 118,
  "final.min_clock_period_ns": 13.75,
  "overflow": 0,
  "worst_slack_ns": 32.85,
  "post_cts_buffers": 0,
  "antenna_cells": 0,
  "power.density_nw_per_um2": 41.1,
  "remaining_drc_errors": 6,
  "chipArea_um2": 99200,
  "yosys.cell_types.count": 59,
  "initial_antenna_violation_count": 0,
  "iteration_tally_of_the_first_detailed_router_pass": 48,
  "critical_path.slowest_cell": "sky130_fd_sc_hd__buf_4",
  "initial_core_util_pct": 50.5,
  "via_count": 33700,
  "top_area_share_pct": 62.8,
  "fp-row-count": 114,
  "cts-root-to-sink-buffers": 3,
  "rsz0062_at_grt": "false",
  "drv_cap": 0,
  "path_cells": "clkdlybuf4s50_1 > nand2_2 > buf_4 > nor3_4 > buf_4 > a21oi_4 > buf_4 > buf_4 > buf_4 > o211ai_1 > a32oi_1 > o21a_1 > a221oi_1",
  "timing.critical_path.mode_cell": "sky130_fd_sc_hd__buf_4",
  "detail_route.wl_per_cell_um": 28.5,
  "worst-path-max-fanout": 51,
  "report.final.slew_viol_count": 0,
  "place_congestion": 0.883,
  "violations": "design-rule violations",
  "gr-usage-all-layers_pct": 33.5,
  "min-delay-path-class": "flop to flop",
  "worst_setup_path_start_kind": "input port",
  "ys_dominant_reg_cell": "sky130_fd_sc_hd__edfxtp_1",
  "cts_max_level": 3
}
==> cell usage after synthesis, types with 27 or more instances <==
master and count:
sky130_fd_sc_hd__a221oi_1 27, sky130_fd_sc_hd__nand2b_1 68, sky130_fd_sc_hd__a21oi_1 45, sky130_fd_sc_hd__a21o_1 62, sky130_fd_sc_hd__nand2_1 462, sky130_fd_sc_hd__a31oi_1 65
sky130_fd_sc_hd__buf_1 35, sky130_fd_sc_hd__and3_1 68, sky130_fd_sc_hd__nand3_1 72, sky130_fd_sc_hd__a22o_1 62, sky130_fd_sc_hd__o211ai_1 125, sky130_fd_sc_hd__mux2i_1 100
sky130_fd_sc_hd__o221ai_1 62, sky130_fd_sc_hd__a211oi_1 163, sky130_fd_sc_hd__edfxtp_1 1024, sky130_fd_sc_hd__o21ai_0 194, sky130_fd_sc_hd__a32oi_1 188, sky130_fd_sc_hd__dfxtp_1 115
sky130_fd_sc_hd__nand4_1 125, sky130_fd_sc_hd__buf_2 74, sky130_fd_sc_hd__clkbuf_1 223, sky130_fd_sc_hd__o21a_1 32, sky130_fd_sc_hd__inv_1 69, sky130_fd_sc_hd__nor2_1 336
==> cell usage in the layout, fill, tap and decap left out, drive strengths merged, types with 72 or more instances in the layout <==
| master | synthesis | layout |
|---|---|---|
| nor2 | 337 | 337 |
| o211ai | 125 | 125 |
| buf | 131 | 143 |
| edfxtp | 1024 | 1024 |
| inv | 70 | 74 |
| dfxtp | 115 | 115 |
| clkbuf | 223 | 157 |
| nand3 | 72 | 72 |
| o21ai | 198 | 198 |
| nand4 | 125 | 125 |
| a211oi | 163 | 163 |
| nand2 | 463 | 463 |
| a32oi | 188 | 188 |
| mux2i | 100 | 100 |
==> per-stage QoR <==
step	total power, mW	hold slack [ns]	util (%)
after floorplan	1.28	0.436	-
after global placement	1.35	0.441	52.9
after detailed placement	1.35	0.446	52.9
after CTS	2.27	0.454	56.9
after global routing	2.33	0.472	56.9
final	2.26	0.454	56.9
==> area by class of cell <==
type	count	area, um2
Multi-Input combinational cell	2326	14500
Fill cell	7597	41800
Inverter	70	268
Clock buffer	157	3190
Timing Repair Buffer	213	1810
Sequential cell	1139	33100
Clock inverter	69	644
Tap cell	1276	1600
==> routing by layer <==
layer  vias to the layer above  wire length (um)  GRT usage (%)
li1                      15000                 -              -
met1                     16400             54800           47.8
met2                      2025             66900           46.3
met3                       270             23500           21.4
met4                         2              4440           7.84
met5                         -               118           1.50
==> state kept, by name (all words and copies together), names as in the netlist, 5 cells and up <==
name,flops
q_tmp,32
mem,1024
q_buf,32
used,5
raddr,5
waddr,5
dout_buf,32
==> critical path, delay by kind of cell <==
family / cells / cell delay, ns
compound gates: 5 / 1.11
buf+inv: 6 / 3.23
simple gates: 2 / 0.54
==> worst paths after layout <==
kind | startpoint | to | slack, ns | cells past startpoint
max | if_read_ce | q_buf[16]$_DFF_P_ | 32.85 | 13
max reg2reg | raddr[0]$_SDFF_PP0_ | q_buf[16]$_DFF_P_ | 41.20 | 13
min reg2reg | q_tmp[27]$_SDFFE_PP0P_ | q_tmp[27]$_SDFFE_PP0P_ | 0.45 | 2
min | q_tmp[27]$_SDFFE_PP0P_ | q_tmp[27]$_SDFFE_PP0P_ | 0.45 | 2
==> cell families after synthesis <==
family / share of synthesized area (%)
compound gates: 15.7
fa+ha+maj: 0.307
buf+inv: 3.69
xor+xnor: 0.0716
flops: 67.5
simple gates: 10.6
mux: 2.14
==> where the power goes <==
part	internal (mW)	switching [mW]	leakage, nW
Combinational	0.0644	0.133	5.97
Clock	0.536	0.398	1.86
Sequential	1.12	0.00850	10.2
Total	1.72	0.539	18.0
No activity file was given, so power comes from the tool's default toggle rates.
