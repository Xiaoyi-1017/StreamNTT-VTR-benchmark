<file path="flow/run.sh">
#!/bin/bash
# OpenROAD 26Q1-2900-gdf79404cd8, Yosys 0.63+post, stock flow scripts
make -C /OpenROAD-flow-scripts/flow DESIGN_CONFIG=/design/flow/config.mk WORK_HOME=/design/flow/orfs finish
</file>
<file path="flow/config.mk">
export PLATFORM = sky130hd
export DESIGN_NAME = top
export DESIGN_NICKNAME = top
export VERILOG_FILES = /design/flow/design.v
export SDC_FILE = /design/flow/constraint.sdc
export NUM_CORES = 4
export LEC_CHECK = 1
export CORE_UTILIZATION = 40
</file>
<file path="flow/constraint.sdc">
current_design top

set clk_period 18.1
set clk_io_pct 0.2

create_clock -name clk0 -period $clk_period [get_ports {clk}]

set non_clock_inputs [all_inputs -no_clocks]
set_input_delay [expr $clk_period * $clk_io_pct] -clock clk0 $non_clock_inputs
set_output_delay [expr $clk_period * $clk_io_pct] -clock clk0 [all_outputs]
</file>
<file path="flow/design.v">
module diffeq_f_systemC(aport, dxport, xport, yport, uport, clk, reset);
input clk;
input reset;
input [31:0]aport;
input [31:0]dxport;
output [31:0]xport;
output [31:0]yport;
output [31:0]uport;
reg [31:0]xport;
reg [31:0]yport;
reg [31:0]uport;
wire [31:0]temp;
assign temp = uport * dxport;
always @(posedge clk )
begin
	if (reset == 1'b1)
	begin
		xport <= 0;
		yport <= 0;
		uport <= 0;
	end
else
  	if (xport < aport) 
	begin
		xport <= xport + dxport;
		yport <= yport + temp; 
		uport <= (uport - (temp  * (5 * xport))) - (dxport * (3 * yport));
	end
end
endmodule
module top(
    input clk,
    input reset,
    input [31:0] aport,
    input [31:0] dxport,
    output [31:0] sum_out
);
wire [31:0] xport, yport, uport;
diffeq_f_systemC inst(
    .aport(aport),
    .dxport(dxport),
    .xport(xport),
    .yport(yport),
    .uport(uport),
    .clk(clk),
    .reset(reset)
);
assign sum_out = xport + yport + uport;
endmodule
</file>
==> flow_metrics.env <==
# implementation run metrics
export IMPL_relSlewSlack_pct=32.30
export IMPL_max_stage_delay_ps=580
export IMPL_finalClockPeriodUsage_pct=97.05
export IMPL_register_area_sq_um=1922
export IMPL_cp_required_ps=18400
export IMPL_rr_endpoint="inst.uport[31]"
export IMPL_cts_buffer_depth=2
export IMPL_finClkSkew_ps=26.87
export IMPL_ys_warn_count=1
export IMPL_crit_type="in2reg"
export IMPL_antenna_found_initial=8
export IMPL_syn_area_sq_um=60170
export IMPL_slew_viol_final=0
export IMPL_path_clk_slew_ps=100
export IMPL_synth_seq_share_pct=3.194
export IMPL_core_sq_um=148500
export IMPL_cts_inserted_buffers=9
export IMPL_drt_iter0_markers=2239
export IMPL_cts_sinks=96
export IMPL_num_rows=141
export IMPL_drive_above_1_share_pct=7.953
export IMPL_r2r_cells=56
export IMPL_clkLatencyLatePin_ps=430
export IMPL_cts_root_buf="clkbuf_16"
export IMPL_cp_common_cell="fa_1"
export IMPL_wl_mm=190.5
export IMPL_cts_htree_levels=3
export IMPL_place_congestion=1.027
export IMPL_crit_path_start_kind="primary input"
export IMPL_synthToLayoutAreaGrowth_pct=10.53
export IMPL_reg2reg_slack_ps=2930
export IMPL_holdCritStartpoint="inst.uport[10]"
export IMPL_num_vias=45730
export IMPL_fin_area_sq_um=66500
export IMPL_ys_area_sq_um=60170
export IMPL_worst_slack_ps=533.2
export IMPL_num_io_pins=98
export IMPL_warnings=27
export IMPL_hold_depth=2
export IMPL_yosys_register_bits=96
export IMPL_critPathLaunch="dxport[5]"
export IMPL_ant_nets=0
export IMPL_cts_tree="done"
export IMPL_top_area_cell="fa_1"
export IMPL_via_per_inst=5.083
export IMPL_end_kind="flip-flop"
export IMPL_outcome="finished, final reports clean"
export IMPL_synth_top_area_share_pct=44.95
export IMPL_drt_met1_wl_mm=72.73
export IMPL_hold_violations=0
export IMPL_worst_path_max_fanout=9
export IMPL_overflow=0
export IMPL_max_cap_violations=0
export IMPL_synthArstFlopShare_pct=0
export IMPL_wire_per_inst_um=21.17
export IMPL_first_pass_iters=5
export IMPL_edf_count=0
export IMPL_worst_pin_slew_ps=1014
export IMPL_area_leaders="fa_1 (45%), ha_1 (13%), inv_1 (8.6%)"
export IMPL_synth_cells=6767
export IMPL_pre_cts_ws_ps=-774.5
export IMPL_yosysCellCount=6767
export IMPL_hold_class="reg2reg"
export IMPL_timing_rr_start="inst.uport[7]"
export IMPL_fin_cells=8997
export IMPL_wl_met2_mm=86.09
export IMPL_wl_met3_mm=22.34
export IMPL_multiInputGateArea_sq_um=52370
export IMPL_grt_util_all_layers_pct=27.78
export IMPL_crit_slowest_cell="fa_1"
export IMPL_grt_pass1_wl_mm=296.6
export IMPL_grt_pass1_vias=49139
export IMPL_fp_dieW_um=389.8
export IMPL_io_buffers=97
export IMPL_fp_util_pct=40.50
export IMPL_ff_type="dfxtp_1"
export IMPL_synth_cell_type_count=83
export IMPL_grt_max_degree=61
export IMPL_cp_data_arrival_time_ps=17870
export IMPL_routed_top_layer="met5"
export IMPL_hpwl_mm=159.8
export IMPL_place_inst=8969
export IMPL_setup_violations=0
export IMPL_fillers=14234
export IMPL_die_h_um=389.8
export IMPL_place_area_sq_um=65760
export IMPL_drc=0
export IMPL_die_area_sq_um=152000
export IMPL_fmax_ghz=0.05693
export IMPL_synth_avg_cell_area_sq_um=8.891
export IMPL_period_minus_slack_ps=17570
export IMPL_hold_end="inst.uport[10]"
layout make-up:
class,count,share of cell area (%)
multi-input cells,4993,78.74
inverters,1390,7.863
repair buffers,496,6.260
well taps,2002,3.767
flip-flops and latches,96,2.890
clock buffers,9,0.3387
clock inverters,7,0.1223
diodes,4,0.01505
layout by cell type (no fill, tap or decap), types with 17 or more instances in the layout:
| cell type | count |
|---|---|
| inv_1 | 1369 |
| fa_1 | 1335 |
| nand2_1 | 684 |
| and2_1 | 674 |
| ha_1 | 616 |
| nor2_1 | 509 |
| buf_4 | 383 |
| xnor2_1 | 206 |
| a21oi_1 | 187 |
| dfxtp_1 | 96 |
| o21ai_0 | 83 |
| xor2_1 | 80 |
| clkdlybuf4s50_1 | 79 |
| a21o_1 | 59 |
| nor3_1 | 51 |
| nand2b_1 | 34 |
| o21bai_1 | 29 |
| nand3_1 | 28 |
| o21a_1 | 27 |
| nor2b_1 | 26 |
| mux2i_1 | 25 |
| or3_1 | 21 |
| and3_1 | 20 |
| a211oi_1 | 19 |
| o31a_1 | 18 |
| xnor2_2 | 17 |
layer usage:
layer  up-vias  GRT usage, %
met2      1893         41.69
met4        11         9.597
li1      20740             -
met3       299         13.05
met5         -         1.085
met1     22787         36.18
how the worst max path moves through the flow:
stage         slack (ps)  cells past startpoint        endpoint
CTS                    1                     56  inst.uport[31]
global route         -30                     58  inst.uport[31]
finish               530                     59  inst.uport[31]
state kept, by name (all words and copies together), names as in the netlist:
register	flops
inst.yport	32
inst.xport	32
inst.uport	32
timing repair:
action / 4_1_cts / 5_1_grt
setup endpoints to repair: 1 / 2
gates cloned: 0 / 1
gates resized: 23 / 76
pin swaps: 18 / 66
hold buffers: 0 / 0
buffers inserted: 2 / 6
worst max-delay path: cells and delay by family:
| kind | cells | cell delay [ps] |
|---|---|---|
| simple gates | 9 | 1290 |
| mux | 1 | 120 |
| buf+inv | 19 | 1810 |
| fa+ha+maj | 20 | 8920 |
| compound gates | 7 | 1410 |
| xor+xnor | 3 | 640 |
cells in the mapped netlist (all sizes together) (57+ instances only):
master and count:
o21ai 95, nor2 514, a21oi 195, fa 1351, and2 676, nand2 686, nor3 57, dfxtp 96
ha 619, xor2 86, xnor2 223, clkbuf 276, a21o 59, inv 1378
metrics by stage:
stage	hold slack, ps	util (%)	setup TNS, ps
after detailed placement	473.7	44.27	-774.5
after floorplan	494.2	-	0
after global placement	467.3	44.27	-851.3
final	492.2	44.77	0
after CTS	496.3	44.53	0
after global routing	521.3	44.76	-26.78
logic make-up after synthesis:
kind of cell	count (synthesis)	synth area share, %
mux	25	0.4159
xor+xnor	327	5.213
buf+inv	1678	10.48
flops	96	3.194
compound gates	547	5.835
fa+ha+maj	1970	57.82
simple gates	2124	17.04
