**/design/flow/run.sh**
```bash
#!/bin/bash
# OpenROAD 26Q1-2900-gdf79404cd8, Yosys 0.63+post, stock flow scripts
make -C /OpenROAD-flow-scripts/flow DESIGN_CONFIG=/design/flow/config.mk WORK_HOME=/design/flow/orfs finish
```
**/design/flow/constraint.sdc**
```tcl
current_design fifo_fwd

set clk_period 2.8
set clk_io_pct 0.2

create_clock -name clk0 -period $clk_period [get_ports {clk}]

set non_clock_inputs [all_inputs -no_clocks]
set_input_delay [expr $clk_period * $clk_io_pct] -clock clk0 $non_clock_inputs
set_output_delay [expr $clk_period * $clk_io_pct] -clock clk0 [all_outputs]
```
**/design/flow/design.v**
```verilog
`default_nettype none
module fifo_fwd #(
  parameter MEM_STYLE  = "",   
  parameter DATA_WIDTH = 32,
  parameter ADDR_WIDTH = 0,    
  parameter DEPTH      = 1     
) (
  input wire clk,
  input wire reset,
  output wire                  if_full_n,
  input  wire                  if_write_ce,
  input  wire                  if_write,
  input  wire [DATA_WIDTH-1:0] if_din,
  output wire                  if_empty_n,
  input  wire                  if_read_ce,
  input  wire                  if_read,
  output wire [DATA_WIDTH-1:0] if_dout
);
  reg [DATA_WIDTH-1:0] mem;
  reg                  is_mem_valid;
  assign if_empty_n = is_mem_valid || (if_write && if_write_ce);
  assign if_full_n  = !is_mem_valid;
  assign if_dout    = is_mem_valid ? mem : if_din;
  always @(posedge clk) begin
    if (reset) begin
      is_mem_valid <= 1'b0;
    end else begin
      if (is_mem_valid) begin
        if (if_read && if_read_ce) begin
          is_mem_valid <= 1'b0;
        end
      end else begin
        if (if_write && if_write_ce && !(if_read && if_read_ce)) begin
          is_mem_valid <= 1'b1;
        end
      end
      if (if_write && if_write_ce) begin
        mem <= if_din;
      end
    end
  end
endmodule   
`default_nettype wire
```
**/design/flow/config.mk**
```make
export PLATFORM = sky130hd
export DESIGN_NAME = fifo_fwd
export DESIGN_NICKNAME = fifo_fwd
export VERILOG_FILES = /design/flow/design.v
export SDC_FILE = /design/flow/constraint.sdc
export NUM_CORES = 4
export LEC_CHECK = 1
export CORE_AREA = 10 10 112 112
export DIE_AREA = 0 0 122 122
```
==> Slide: Implementation Results <==
Synthesis and Place & Route Summary

Run status
  • Outcome: finished clean

Final timing
  • RSZ-0062 raised after global routing: false
  • Final TNS setup: 0 ns
  • Final cycle utilization of the critical path: 81.7%
  • WHS: 0.706 ns
  • Final Hold Vio Count: 0
  • Slew at the pin closest to its max-slew limit: 0.491 ns
  • Final min period: 2.29 ns
  • Worst Skew: 0 ns
  • Max Slew Vio Count: 0
  • Setup-failing EPs final: 0
  • Fmax achieved: 437 MHz
  • Worst slew margin: 67.2%

Routing
  • Antenna-violating nets left: 0
  • Routed via count: 924
  • TritonRoute pass-1 iters: 3
  • DRC: 0
  • Routed WL per cell: 12.6 µm
  • Vias per cell: 3.23
  • Iteration-0 DRC Markers: 28
  • Ant diodes: 0
  • DRT Wirelength: 3610 µm

Clock tree
  • Total CTS buffers: 5
  • TritonCTS clock tree: yes
  • Max Buffers Root-to-Sink: 2
  • CTS Root Cell: clkbuf_8
  • Cts-stage hold buffer count: 0
  • Resize count post-CTS: 0
  • H-tree depth: 2
  • Clk latency of the worst-skew pair: 0.28 ns
  • Num Clock Sinks: 33
  • Setup Fix Bufs, Post-CTS: 0
  • Clock transition at the registers of the reported paths: 0.07 ns

Run
  • Tool warning count: 25
  • Maxcap violations: 0

Logic synthesis
  • Area reported by Yosys stat: 1540 µm²
  • Cells after Synth: 74
  • Synth Seq Share: 63.8%
  • Top cells by area: edfxtp_1 (63%), mux2_4 (28%), buf_6 (2.2%), mux2_2 (2.2%), buf_12 (1.3%)
  • Yosys warnings: 1
  • Most frequent cell after synthesis: edfxtp_1
  • Flops & latches, synth: 33
  • Commonest flop: edfxtp_1
  • Yosys top cell by area: edfxtp_1
  • Asr flop ratio synth: 0%
  • Synth unique cells: 10
  • Syn Std Cell Area: 1540 µm²
  • EDFF count, synth: 32
  • Top-area cell share: 62.5%
  • Yosys Instances: 74
  • Commonest cells post-synth: edfxtp_1 (32), mux2_4 (29), buf_6 (3), mux2_2 (3), nand2_1 (2)
  • Mean Syn Cell Area: 20.8 µm²

Finish
  • Layout cells sized above 1: 28.7%
  • FILL cells: 1050
  • Area grow syn2layout: 62.0%

Worst setup path
  • Critical path startpoint: if_din[22]
  • CP Cell Sequence: clkdlybuf4s50_1, mux2_4, clkdlybuf4s50_1
  • Worst r2r src: is_mem_valid
  • Flop2flop setup slack: 1.82 ns
  • Worst path slowest cell: clkdlybuf4s50_1
  • CP Capture Type: primary output
  • Largest stage delay on the critical path: 0.45 ns
  • CP Data Arrival Time: 1.73 ns
  • Crit path DRT: 2.24 ns
  • Critical path class: input port to primary output
  • Most used cell, CP: clkdlybuf4s50_1
  • CP startpoint kind: input port
  • Crit path max fanout: 2

Place
  • Routability cong.: 0.701
  • Buffers on Ports: 71
  • Detailed placer's ending HPWL: 2620 µm

Global route
  • Met3 usage: 2.49%
  • Vias in the first global route: 979
  • Pin count of the biggest net entering global routing: 34
  • Global route overflow: 0
  • Total Routing Usage GR: 4.59%
  • Global-route wire length before repair: 5380 µm
  • Initial antenna violation count: 0
  • Met1 Use GR: 6.19%
  • Routing usage on met2: 6.59%
  • GR peak layer: met2

Power
  • VDD IR-drop max: 175 µV
  • P_leak: 0.869 nW
  • Pwr dens: 454 nW/µm²

Floorplan
  • Die X: 122 µm
  • Placeable Area: 10200 µm²
  • Rows: 37
  • DIE AREA: 14900 µm²
  • # IOs: 72
  • Fp_density: 15.0%
  • Die Ht: 122 µm

Hold path
  • Worst hold path class: register to register
  • Worst hold start: is_mem_valid
## per-layer routing
metal,wire length (µm),share of wire (%)
met5,0,0
met4,36,1.0
met3,471,13
met2,1470,41
met1,1630,45
## cell usage in the layout, fill, tap and decap left out
cell type / n
clkbuf_8: 5
clkinv_1: 1
edfxtp_1: 32
inv_4: 1
nand2_1: 2
mux2_4: 29
nor2_4: 1
buf_12: 2
a221oi_2: 1
clkdlybuf4s50_1: 71
mux2_2: 3
clkbuf_1: 1
dfxtp_2: 1
## state kept, by name (all words and copies together) (netlist names)
register / cells
is_mem_valid: 1
mem: 32
## final cells by class
class	instances	area [µm²]	area share, %
Clock buffer	6	72.6	2.92
Clock inverter	1	3.75	0.151
Inverter	1	6.26	0.251
Multi-Input combinational cell	36	503	20.2
Sequential cell	33	982	39.5
Tap cell	136	170	6.84
Timing Repair Buffer	73	751	30.2
## worst max-delay path, delay by kind of cell
kind | cells | cell delay (ns)
buffers and inverters | 2 | 0.88
muxes | 1 | 0.28
## through the flow
step           setup slack (ns)  cell area [µm²]  std cells  util [%]  power [mW]
3_5_place_dp              0.483             2410        279      23.6       0.807
3_3_place_gp              0.490             2410        279      23.6       0.807
6_report                  0.512             2490        286      24.3        1.13
2_1_floorplan             0.374             1540         74         -       0.663
4_1_cts                   0.483             2490        286      24.3        1.17
5_1_grt                   0.454             2490        286      24.3        1.20
## kinds of logic (layout without fill, tap and decap cells)
kind of cell,count (synthesis),in the layout,share of synthesized area [%]
DFF,33,33,63.8
buffers and inverters,5,81,3.91
AOI/OAI and AO/OA,1,1,0.977
and+or+nand+nor,3,3,0.733
muxes,32,32,30.5
## worst paths after layout
kind                                     end  cells after the start
worst min-delay path            is_mem_valid                      3
worst min register to register  is_mem_valid                      3
worst max-delay path             if_dout[22]                      3
worst max register to register  is_mem_valid                      3
## report_power, final
part | internal, mW | leakage, nW | total, mW | switching, mW
Clock | 0.168 | 0.0387 | 0.338 | 0.171
Combinational | 0.166 | 0.527 | 0.218 | 0.0529
Sequential | 0.567 | 0.303 | 0.573 | 0.00594
Total | 0.901 | 0.869 | 1.13 | 0.229
No activity file was given, so power comes from the tool's default toggle rates.
